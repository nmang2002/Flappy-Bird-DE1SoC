$ cat /design/flow/config.mk
export PLATFORM = sky130hd
export DESIGN_NAME = seg7
export DESIGN_NICKNAME = seg7
export VERILOG_FILES = /design/flow/design.v
export SDC_FILE = /design/flow/constraint.sdc
export NUM_CORES = 4
export LEC_CHECK = 1
export CORE_AREA = 10 10 70 70
export DIE_AREA = 0 0 80 80
$ cat /design/flow/design.v
module seg7 (bcd, leds);
	input  logic  [3:0] bcd;
	output logic  [6:0] leds;
	always_comb begin
		case (bcd)
			4'b0000: leds = 7'b0111111;  
			4'b0001: leds = 7'b0000110;  
			4'b0010: leds = 7'b1011011;  
			4'b0011: leds = 7'b1001111;  
			4'b0100: leds = 7'b1100110;  
			4'b0101: leds = 7'b1101101;  
			4'b0110: leds = 7'b1111101;  
			4'b0111: leds = 7'b0000111;  
			4'b1000: leds = 7'b1111111;  
			4'b1001: leds = 7'b1101111;  
			default: leds = 7'bX;
		endcase
	end
endmodule
$ cat /design/flow/constraint.sdc
current_design seg7

set clk_period 1.7
set clk_io_pct 0.2

create_clock -name clk0 -period $clk_period

set non_clock_inputs [all_inputs -no_clocks]
set_input_delay [expr $clk_period * $clk_io_pct] -clock clk0 $non_clock_inputs
set_output_delay [expr $clk_period * $clk_io_pct] -clock clk0 [all_outputs]
$ cat /design/flow/run.sh
#!/bin/bash
# OpenROAD 26Q1-2900-gdf79404cd8, Yosys 0.63+post, stock flow scripts
make -C /OpenROAD-flow-scripts/flow DESIGN_CONFIG=/design/flow/config.mk WORK_HOME=/design/flow/orfs finish
==> README.md <==
| Metric | Value | Unit |
|:---|:---|:---|
| Req. time, crit path | 1360 | ps |
| Antenna violations before repair | 0 | - |
| Max Clock Freq | 621 | MHz |
| Vias in the first global route | 198 | - |
| Total number of vias | 197 | - |
| Initial core utilization | 0.0487 | - |
| Post-route minimum period | 1610 | ps |
| Period utilization | 0.947 | - |
| Type of the tightest min-delay check | in -> out | - |
| Number of cells in the yosys synthesis report | 23 | - |
| Last weighted congestion value of the routability-driven placer | 0.824 | - |
| Arrival time reported for the critical path endpoint | 1270 | ps |
| Peak VDD IR | 0.0269 | mV |
| Leakage power of the design | 0.168 | nW |
| Synthesized area per cell | 7.24 | sq um |
| Most area-hungry cell type in the Yosys netlist | sky130_fd_sc_hd__ha_1 | - |
| Die Y-Extent | 80 | um |
| Floorplan die width | 80 | um |
| Run status | finished clean | - |
| Layout Area Growth over Synthesis | 139 | % |
| Total power divided by cell area | 173 | nW/um^2 |
| Startpoint of the tightest hold check path | bcd[0] | - |
| Drt wl/cell | 7.12 | um |
| Number of nets still failing antenna checks after routing | 0 | - |
| Count of buffers inserted at the top-level ports | 11 | - |
| Cell area after synthesis | 166 | sq um |
| Largest cells by area after synthesis | sky130_fd_sc_hd__ha_1 45%, sky130_fd_sc_hd__nand2b_1 15%, sky130_fd_sc_hd__a21o_1 9.0% | - |
| Total tool warning count | 37 | - |
| Total GRT Usage | 0.0180 | - |
| Total routed wire length on the met1 layer | 343 | um |
| Drt total wl | 605 | um |
| Drc violations | 0 | - |
| RSZ-0062 raised after global routing | false | - |
| Slowest-stage cell, CP | sky130_fd_sc_hd__clkdlybuf4s50_1 | - |
| Instance area at placement | 372 | sq um |
| Antenna diode instance count | 0 | - |
| Iteration-0 DRC count of the detailed router | 4 | - |
| Met3 wire length | 60 | um |
| CP Capture Type | primary output | - |
| Largest stage delay, worst path | 470 | ps |
| Setup ws final | 90.4 | ps |
| Die footprint | 6400 | sq um |
| Top fanout value on the critical path | 5 | - |
| Met2 wirelength from detailed routing | 201 | um |
| Site Rows | 21 | - |
| Slew at the pin with the worst max-slew slack | 213 | ps |
| Post-route standard cell area excluding fillers | 398 | sq um |
| Via density | 2.32 | - |
| Hold EP | leds[4] | - |
| Total power draw | 68.9 | uW |
| First-pass iteration count of the detailed router | 2 | - |
| Sequential cell count | 0 | - |
| Hpwl dp | 512 | um |
| First-pass GRT wire length | 979 | um |
| Area occupied by registers | 0 | sq um |
| Core area | 3420 | sq um |
| Num ports | 11 | - |
| Maximum number of pins on one net before global-route repair | 9 | - |
| Fraction of layout cells with a size suffix above 1 | 0.359 | - |
| Highest routing layer actually used | met3 | - |
| Crit Path Class | in -> out | - |
| Commonest Layout Cell | sky130_fd_sc_hd__dlygate4sd2_1 | - |
| Hold Vio Cnt, Final | 0 | - |
| Clock buffers | 0 | - |
| Total congestion overflow | 0 | - |
| Yosys top cell area share | 0.451 | - |
| Commonest non-fill, non-tap cells in the layout | 6 x sky130_fd_sc_hd__dlygate4sd2_1, 5 x sky130_fd_sc_hd__ha_1, 4 x sky130_fd_sc_hd__buf_4 | - |
| Count of synthesis-stage warnings from yosys | 1 | - |
| Family of cells with the greatest summed delay on the critical path | buffers and inverters | - |
| Area reported by Yosys stat | 166 | sq um |
| Post-synthesis cell count | 23 | - |
| Nature of the critical path startpoint | primary input | - |
| Number of hold-repair buffers added at the cts stage | 0 | - |
| Combined buffer and inverter count along the critical path | 3 | - |
| Pre-CTS setup slack | -563 | ps |
| Synth cell types | 9 | - |
| Worst slew margin | 0.858 | - |
| CP cell instances | clkdlybuf4s15_1, inv_1, nand3_1, clkdlybuf4s50_1 | - |
| Number of stages on the worst hold path | 4 | - |
| Setup violators final | 0 | - |
| Register share after synthesis | 0 | - |
| # Max-Cap Violations | 0 | - |
| Total count of max-transition violations in the final report | 0 | - |
-- metal layers --
metal | vias to the layer above | track usage
met5 | - | 0
met4 | 0 | 0
met3 | 0 | 0.00455
met2 | 9 | 0.0233
met1 | 79 | 0.0297
li1 | 109 | -
-- layout make-up --
cell class	count	area, sq um
inverters	3	11.3
well taps	46	57.6
repair buffers	16	141
fillers	392	3020
multi-input cells	20	188
-- Yosys cell counts --
master / n
sky130_fd_sc_hd__nand2_1: 2
sky130_fd_sc_hd__nand2b_1: 4
sky130_fd_sc_hd__nand3_1: 2
sky130_fd_sc_hd__o211ai_1: 1
sky130_fd_sc_hd__a22oi_1: 1
sky130_fd_sc_hd__a21o_1: 2
sky130_fd_sc_hd__inv_1: 3
sky130_fd_sc_hd__nor2_1: 2
sky130_fd_sc_hd__ha_1: 6
-- kinds of logic (layout without fill, tap and decap cells) --
group,after synthesis,in the layout,synth area share
AND-OR/OR-AND,4,4,0.180
adder cells (fa/ha/maj),6,6,0.451
buffers and inverters,3,19,0.0677
AND/OR/NAND/NOR,10,10,0.301
-- metrics by stage --
step	instances	hold slack, ps	utilization	setup TNS (ps)
final	85	1190	0.116	0
after global routing	85	1200	0.116	0
after CTS	85	1190	0.116	0
after detailed placement	85	1770	0.109	-3320
after global placement	85	1760	0.109	-3280
after floorplan	23	714	-	0
-- worst max path at each step --
stage           from  endpoint  slack [ps]  cells past startpoint
CTS           bcd[3]   leds[1]          60                      4
global route  bcd[3]   leds[1]           6                      4
finish        bcd[3]   leds[1]          90                      4
-- repair_timing --
action	in CTS	in global routing
gates resized	26	1
buffers inserted	0	0
pin swaps	4	0
setup endpoints to repair	7	1
-- power breakdown --
group          switching (mW)  leakage [nW]  internal (mW)
sequential                  0             0              0
clock                       0             0              0
combinational          0.0273         0.168         0.0416
total                  0.0273         0.168         0.0416
Power is estimated from default activity; no workload was simulated.
