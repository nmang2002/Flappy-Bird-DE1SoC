File: /design/flow/run.sh
#!/bin/bash
# OpenROAD 26Q1-2900-gdf79404cd8, Yosys 0.63+post, stock flow scripts
make -C /OpenROAD-flow-scripts/flow DESIGN_CONFIG=/design/flow/config.mk WORK_HOME=/design/flow/orfs finish
File: /design/flow/config.mk
export PLATFORM = sky130hd
export DESIGN_NAME = slowerClock
export DESIGN_NICKNAME = slowerClock
export VERILOG_FILES = /design/flow/design.v
export SDC_FILE = /design/flow/constraint.sdc
export NUM_CORES = 4
export LEC_CHECK = 1
export CORE_AREA = 10 10 97 97
export DIE_AREA = 0 0 107 107
File: /design/flow/constraint.sdc
current_design slowerClock

set clk_period 5.0
set clk_io_pct 0.2

create_clock -name clk0 -period $clk_period [get_ports {Clock}]

set non_clock_inputs [all_inputs -no_clocks]
set_input_delay [expr $clk_period * $clk_io_pct] -clock clk0 $non_clock_inputs
set_output_delay [expr $clk_period * $clk_io_pct] -clock clk0 [all_outputs]
File: /design/flow/design.v
module slowerClock (Clock, RST, slow_Clock);
		input logic Clock, RST;
	output logic slow_Clock;
	logic [32:0] counter;  
	always_ff @(posedge Clock) begin
		if (RST) begin  
			counter <= 0;
			slow_Clock <= 0;  
		end else if (counter == 8'b11111111) begin  
			counter <= 0;
			slow_Clock <= ~slow_Clock;  
		end else begin
			counter <= counter + 1;  
			slow_Clock <= 0; 
		end
	end
endmodule
==> flow_metrics.env <==
# implementation run metrics
export IMPL_max_slew_margin_rel=0.597
export IMPL_grt_overflow_total=0
export IMPL_rr_worst_depth=6
export IMPL_startpoint_type="input port"
export IMPL_wl_per_cell_um=10.9
export IMPL_design_area_um2=1830
export IMPL_timing_final_crit_share=0.437
export IMPL_cts_root_buffer="clkbuf_8"
export IMPL_grt_usage=0.0578
export IMPL_crit_type="input port to flop"
export IMPL_post_place_ws_ns=2.53
export IMPL_path_max_fanout=23
export IMPL_post_dp_cell_area_um2=1730
export IMPL_core_area_um2=7290
export IMPL_clk_path_buf_depth=2
export IMPL_setup_tns_ns=0
export IMPL_grt_pass1_wl_mm=5.52
export IMPL_max_freq_mhz=458
export IMPL_finalNonFillerCells=296
export IMPL_netlist_area_um2=1610
export IMPL_slew_violations=0
export IMPL_synth_async_sr_flop_share=0
export IMPL_synth_top_area_share=0.422
export IMPL_routed_via_density=4.43
export IMPL_startpoint="RST"
export IMPL_n_antenna_cell=0
export IMPL_edf_count=0
export IMPL_crit_path_end_kind="flop"
export IMPL_fill_cells=808
export IMPL_ys_seq_share=0.422
export IMPL_drc=0
export IMPL_hp_class="flop to flop"
export IMPL_cts_clk_slew_worst_paths_ns=0.07
export IMPL_finalWirelength_mm=3.24
export IMPL_avgSynthCellArea_um2=8.44
export IMPL_antenna_found_initial=0
export IMPL_cp_required_ns=5.17
export IMPL_status="finished clean"
export IMPL_rsz0062_at_grt="no"
export IMPL_timing_rr_start="counter[0]$_SDFF_PP0_"
export IMPL_endpoint="counter[17]$_SDFF_PP0_"
export IMPL_syn_to_final_growth_pct=13.3
export IMPL_first_iter_violations=59
export IMPL_period_needed_ns=2.19
export IMPL_dpl_cell_count=288
export IMPL_p_total_w=0.000491
export IMPL_ctsHtreeMaxLevel=2
export IMPL_maxCapViolCount=0
export IMPL_clk_latency_ns=0.28
export IMPL_portBuffers=2
export IMPL_io_pins=3
export IMPL_power_density_nw_per_um2=269
export IMPL_row_count=31
export IMPL_die_width_um=107
export IMPL_tightest_slew_ns=0.600
export IMPL_flop_cell="dfxtp_1"
export IMPL_ys_seq_elements=34
export IMPL_grt_max_degree=24
export IMPL_reg2reg_to="counter[32]$_SDFF_PP0_"
export IMPL_ir_worst_vdd_v=0.0000918
export IMPL_drt_first_pass_iters=4
export IMPL_cts_setup_buffers=0
export IMPL_r2r_slack_ns=2.82
export IMPL_min_from="slow_Clock$_SDFF_PP0_"
export IMPL_yosysChipArea_um2=1610
export IMPL_initCoreUtil=0.221
export IMPL_p_leak_nw=0.567
export IMPL_clock_sinks=34
export IMPL_synthTopCellsByArea="dfxtp_1 (42%), nor2_1 (7.2%), xor2_1 (6.5%), xnor2_1 (6.0%), nand4_1 (4.3%)"
export IMPL_drive_above_1_share=0.0761
export IMPL_grt_pass1_vias=1167
export IMPL_finClkSkew_ns=0.00754
export IMPL_die_area_um2=11400
export IMPL_cts_tree="done"
export IMPL_yosys_stat_cells=191
export IMPL_fp_dieH_um=107
export IMPL_setup_viol=0
export IMPL_drtAntennaViolNets=0
export IMPL_dpl_hpwl_mm=2.24
export IMPL_cpMaxStageDelayCell="clkdlybuf4s50_1"
export IMPL_globalplace_congestion=0.832
export IMPL_synthDistinctLibCells=31
export IMPL_yosysTopAreaCell="dfxtp_1"
export IMPL_timing_critical_path_slowest_cell_delay_ns=0.80
export IMPL_finalHoldViolations=0
export IMPL_warnings=25
export IMPL_layout_setup_ws_ns=2.81
export IMPL_area_sequential_um2=681
export IMPL_cp_arrival_ns=2.35
export IMPL_vias=1310
export IMPL_crit_path_cell_trace="clkdlybuf4s50_1 -> o21bai_1 -> buf_4 -> nor2_1"
export IMPL_cts_buffers=5
export IMPL_synthCells=191
export IMPL_synth_warning_count=1
export IMPL_hold_buffers=0
export IMPL_layout_area_comb_um2=880
export IMPL_ctsResizeCount=0
==> sequential cells by signal, indices dropped and copies added, names as in the netlist <==
name	cells
counter	33
slow_Clock	1
==> area by class of cell <==
cell class / count / share of cell area
Clock inverter: 1 / 0.00274
Clock buffer: 7 / 0.0473
Timing Repair Buffer: 3 / 0.0151
Sequential cell: 34 / 0.373
Tap cell: 99 / 0.0679
Inverter: 6 / 0.0123
Multi-Input combinational cell: 146 / 0.482
==> report_power, final <==
part	switching, W	internal (W)
sequential	0.00000238	0.000273
combinational	0.00000618	0.00000328
clock	0.0000953	0.000111
==> worst max-delay path, delay by kind of cell <==
kind                   cells  cell delay (ns)
buffers and inverters      2             1.08
AND/OR/NAND/NOR            1             0.08
AND-OR/OR-AND              1             0.19
==> kinds of logic (layout without fill, tap and decap cells) <==
| logic type | Yosys count | in the layout | synth area share |
|---|---|---|---|
| AOI/OAI and AO/OA | 17 | 17 | 0.0660 |
| xor gates and xnor gates | 23 | 23 | 0.125 |
| adders and majority gates | 1 | 1 | 0.00776 |
| buffers and inverters | 11 | 17 | 0.0318 |
| DFF | 34 | 34 | 0.422 |
| and+or+nand+nor | 105 | 105 | 0.347 |
==> per-layer routing <==
metal,vias to the layer above,global-route usage,part of all wire
met1,601,0.0844,0.53
met2,15,0.0817,0.42
met3,2,0.0218,0.049
met5,-,0,0
li1,692,-,-
met4,0,0.00677,0.0059
==> cell usage in the layout (no fill, tap or decap), drive strengths merged, types with 4 or more instances in the layout <==
cell | synthesis | final
nand2 | 12 | 12
and3 | 5 | 5
or3 | 6 | 6
o32ai | 4 | 4
a21oi | 8 | 8
inv | 6 | 6
nor2 | 31 | 31
nor3 | 8 | 8
clkbuf | 5 | 7
xor2 | 12 | 12
dfxtp | 34 | 34
nor4 | 8 | 8
nand3 | 12 | 12
xnor2 | 11 | 11
nand4 | 12 | 12
or4 | 5 | 5
==> worst min path at each step <==
stage	end	slack (ns)	cells after the start
global route	slow_Clock$_SDFF_PP0_	0.45	1
CTS	slow_Clock$_SDFF_PP0_	0.42	1
finish	slow_Clock$_SDFF_PP0_	0.42	1
==> Yosys cell counts, types with 2 or more instances <==
master    instances
or4_1             4
dfxtp_1          34
nand2_1          12
inv_1             6
nand3_1          11
and4_1            2
nor2_1           31
a21oi_1           8
clkbuf_1          4
or3_1             5
xnor2_1          11
and3_1            5
o21ai_0           3
xor2_1           12
o32ai_1           4
nand4_1          11
nor3_1            7
nor4_1            8
==> through the flow <==
stage / hold WS [ns] / utilization
floorplan: 0.374 / -
global placement: 0.410 / 0.238
detailed placement: 0.411 / 0.238
CTS: 0.420 / 0.250
global route: 0.450 / 0.250
finish: 0.419 / 0.250
